===== flow/config.mk =====
export PLATFORM = sky130hd
export DESIGN_NAME = FSM
export DESIGN_NICKNAME = FSM
export VERILOG_FILES = /design/flow/design.v
export SDC_FILE = /design/flow/constraint.sdc
export NUM_CORES = 4
export LEC_CHECK = 1
export CORE_AREA = 10 10 70 70
export DIE_AREA = 0 0 80 80

===== flow/constraint.sdc =====
current_design FSM

set clk_period 1.7
set clk_io_pct 0.2

create_clock -name clk0 -period $clk_period [get_ports {clk}]

set non_clock_inputs [all_inputs -no_clocks]
set_input_delay [expr $clk_period * $clk_io_pct] -clock clk0 $non_clock_inputs
set_output_delay [expr $clk_period * $clk_io_pct] -clock clk0 [all_outputs]

===== flow/design.v =====
module FSM(clk, reset, x, y);
	input [0:0] clk;
	input [0:0] reset;
	input [0:0] x;
	output reg [0:0] y;
	reg [2:0] state;
	reg [2:0] next_state;
	parameter A = 0;
	parameter B = 1;
	parameter C = 2;
	parameter D = 3;
	parameter E = 4;
	parameter F = 5;
	initial begin
		state = A;
	end
	always @(posedge clk, posedge reset)
		begin
			if(reset)
				state <= A;
			else
				state <= next_state;
		end
always @(state, x)
	begin
		case (state)
			A:
					if(x==0)
						next_state=E;
					else
						next_state=D;
			B:
					if(x==0)
						next_state=F;
					else
						next_state=D;
			C:
					if(x==0)
						next_state=E;
					else
						next_state=B;
			D:
					if(x==0)
						next_state=F;
					else
						next_state=B;
			E:
					if(x==0)
						next_state=C;
					else
						next_state=F;
			F:
					if(x==0)
						next_state=B;
					else
						next_state=C;
		endcase
	end
	always @(state, x)
		begin
			case (state)
				A: if(x)
					y = 1'b1;
				else
					y = 1'b0;
				B: if(x)
					y = 1'b0;
				else
					y = 1'b0;
				C: if(x)
					y = 1'b1;
				else
					y = 1'b0;
				D: if(x)
					y = 1'b0;
				else
					y = 1'b0;
				E: if(x)
					y = 1'b1;
				else
					y = 1'b0;
				F: if(x)
					y = 1'b0;
				else
					y = 1'b0;
				default: y = 1'b0;
			endcase
		end
endmodule

===== flow/run.sh =====
#!/bin/bash
# OpenROAD 26Q1-2900-gdf79404cd8, Yosys 0.63+post, stock flow scripts
make -C /OpenROAD-flow-scripts/flow DESIGN_CONFIG=/design/flow/config.mk WORK_HOME=/design/flow/orfs finish

==> flow_summary.json <==
{
  "outcome": "finished clean",
  "whs_ns": 0.2981,
  "floorplan.die_area_um2": 6400,
  "core_area_um2": 3416,
  "period_used_pct": 91.13,
  "cp-start-kind": "primary input",
  "setup-tns-final_ns": 0,
  "gpl.final_weighted_congestion": 0.6796,
  "ys_seq_elements": 6,
  "global_route.usage.total_pct": 1.414,
  "place.detailed.hpwl_um": 312.6,
  "power.switching_fraction_pct": 15.06,
  "critical_path_cell_sequence": "clkdlybuf4s50_1 > nand2b_1 > nor2_1 > dlygate4sd2_1",
  "detailedRoute.firstIterationViolations": 8,
  "internal-power_mw": 0.1695,
  "synth_top_area_share_pct": 36.36,
  "largest_area_cell": "sky130_fd_sc_hd__dfrtp_1",
  "worstSetupPathType": "primary input to primary output",
  "critical_path.top_delay_family": "buffers and inverters",
  "path_max_fanout": 2,
  "maximum_number_of_pins_on_one_net_before_global_route_repair": 8,
  "cts_inserted_buffers": 3,
  "drive_gt1_share_pct": 17.86,
  "kind_of_capture_point_of_the_worst_setup_path": "primary output",
  "seqPwrFrac_pct": 37.1,
  "number_of_gates_resized_after_cts": 1,
  "synth.cell_area_um2": 206.4,
  "worst_setup_hold_path_clk_slew_ns": 0.03,
  "rsz0062_at_grt": "no",
  "max_slew.worst_pin.slew_ns": 0.2516,
  "synthesis.area_per_instance_um2": 10.87,
  "chip_width_um": 80,
  "clock_tree.buffer_depth": 2,
  "timing.max_cap.violations": 0,
  "openroad.warnings": 43,
  "post_synth_main_area_contributors": "sky130_fd_sc_hd__dfrtp_1 (36%), sky130_fd_sc_hd__dlxtn_1 (22%), sky130_fd_sc_hd__nand2b_1 (6.1%)",
  "cpMaxStageDelayCell": "sky130_fd_sc_hd__clkdlybuf4s50_1",
  "pwr-share-comb_pct": 7.6,
  "ctsHtreeMaxLevel": 1,
  "ir_worst_vdd_v": 0.0001112,
  "power.switching_mw": 0.03005,
  "synth.yosys.num_cells": 19,
  "total_power_mw": 0.1995,
  "n_antenna_cell": 0,
  "die_y_um": 80,
  "number_of_unconstrained_endpoints": 6,
  "worst-path-buf-inv": 2,
  "placedInstanceArea_um2": 309.0,
  "finalWirelength_um": 428,
  "ant_nets": 0,
  "leakage_nw": 0.1409,
  "detail_route.drc_violations": 0,
  "final-setup-viol-count": 0,
  "power.clock.fraction_pct": 55.3,
  "final_number_of_max_transition_violations": 0,
  "cts_tree": "yes",
  "critPathMaxStageDelay_ns": 0.48,
  "fp_util_pct": 6.044,
  "yosys.cell_types.count": 12,
  "fmax_mhz": 645.5,
  "crit_path_time_final_ns": 1.549,
  "dp_slack_ns": -0.1017,
  "cts_root_buffer": "sky130_fd_sc_hd__clkbuf_4",
  "detailroute.via_count": 162,
  "number_of_warnings_printed_during_yosys_synthesis": 1,
  "vias_in_the_first_global_route": 170,
  "ctsHoldBuffers": 0,
  "final_area_um2": 334.1,
  "power_density_nw_per_um2": 597.2,
  "netlist_instances": 19,
  "port-buffer-count": 3,
  "cts_setup_buffers": 0,
  "placementRows": 21,
  "cp_data_required_time_ns": 1.36,
  "grt_overflow_total": 0,
  "timing.critical_path.depth": 4,
  "yosys.stat.chipArea_um2": 206.4,
  "avgRoutedWirePerCell_um": 5.784,
  "num_io_pins": 4,
  "first_pass_grt_wire_length_um": 710,
  "hold_violations": 0,
  "setup_slack_ns": 0.1508,
  "drt_first_pass_iters": 4,
  "unclocked_regs": 3,
  "worst_slew_margin_rel_pct": 82.96,
  "route.detailed.vias_per_inst": 2.189,
  "area_growth_pct": 61.82,
  "hold_path.class": "primary input to asynchronous set/reset pin",
  "worst-endpoint-arrival_ns": 1.21,
  "antenna_found_initial": 0
}
-- layer usage --
metal	vias up	GRT usage, %	wire (µm)
met1	73	1.800	209
met5	-	0	0
met3	0	1.477	88
met2	6	1.364	130
li1	83	-	-
met4	0	0.7042	0
-- sequential cells by signal (all words and copies together), names as in the netlist --
name        cells
next_state      3
state           3
-- power by group through the flow --
stage | combinational, mW | sequential [mW] | clock [mW]
CTS | 0.0153 | 0.0739 | 0.137
finish | 0.0152 | 0.0741 | 0.110
global route | 0.0168 | 0.0740 | 0.143
-- final cells by class --
type	count	area, µm²
inverter	2	7.507
timing repair buffer	5	43.79
tap	46	57.56
sequential	6	120.1
multi-input combinational	11	78.83
clock buffer	4	26.28
fill	404	3082
-- cells in the mapped netlist --
library cell               number
sky130_fd_sc_hd__dfrtp_1        3
sky130_fd_sc_hd__dlxtn_1        3
sky130_fd_sc_hd__inv_1          2
sky130_fd_sc_hd__nand2b_1       2
sky130_fd_sc_hd__nor2_1         2
sky130_fd_sc_hd__a211oi_1       1
sky130_fd_sc_hd__and2_1         1
sky130_fd_sc_hd__and4b_1        1
sky130_fd_sc_hd__mux2i_1        1
sky130_fd_sc_hd__o211ai_1       1
sky130_fd_sc_hd__o311ai_1       1
sky130_fd_sc_hd__or3b_1         1
-- worst paths after layout --
kind / start / to / slack (ns)
worst max-delay path: x[0] / y[0] / 0.15
worst min-delay path: reset[0] / state[2]$_DFF_PP0_ / 0.30
max in group asynchronous: reset[0] / state[1]$_DFF_PP0_ / 1.27
min in group clk0: state[0]$_DFF_PP0_ / y[0] / 1.38
-- through the flow --
step | util [%] | std cells
after floorplan | - | 19
after global placement | 9.048 | 70
after global routing | 9.780 | 74
after detailed placement | 9.048 | 70
after CTS | 9.780 | 74
final | 9.780 | 74
-- kinds of logic after synthesis --
group           after synthesis  synth area share, %
simple gates                  7                21.82
compound gates                3                11.52
flops                         3                36.36
latches                       3                21.82
buf+inv                       2                3.638
mux                           1                4.849
-- placed cells by master, fill, tap and decap left out --
cell type	count
sky130_fd_sc_hd__clkbuf_4	3
sky130_fd_sc_hd__dlxtn_1	3
sky130_fd_sc_hd__dfrtp_1	3
sky130_fd_sc_hd__nand2b_1	2
sky130_fd_sc_hd__inv_1	2
sky130_fd_sc_hd__nor2_1	2
sky130_fd_sc_hd__clkdlybuf4s50_1	2
sky130_fd_sc_hd__buf_4	2
sky130_fd_sc_hd__or3b_1	1
sky130_fd_sc_hd__o211ai_1	1
sky130_fd_sc_hd__o311ai_1	1
sky130_fd_sc_hd__and2_1	1
sky130_fd_sc_hd__and4b_1	1
sky130_fd_sc_hd__a211oi_1	1
sky130_fd_sc_hd__mux2i_1	1
sky130_fd_sc_hd__clkbuf_1	1
sky130_fd_sc_hd__dlygate4sd2_1	1
Power figures rest on the tool's default switching activity, not on a simulated workload.
